$ cat flow/design.v
module rv32i_idTop
    (
        input clk, reset,                            
        input [31:0] iw_in, pc_in,                   
        input [31:0] rs1_data_in, rs2_data_in,       
        input jump_en_in,                            
        input df_ex_enable,                          
        input [4:0] df_ex_reg,                       
        input [31:0] df_ex_data,                     
        input df_mem_enable,                         
        input [4:0] df_mem_reg,                      
        input [31:0] df_mem_data,                    
        input df_wb_enable,                          
        input [4:0] df_wb_reg,                       
        input [31:0] df_wb_data,                     
        output wb_en_out,
        output reg [4:0] rs1_reg, rs2_reg, wb_reg,   
        output reg [31:0] pc_out, iw_out,            
        output reg [31:00] rs1_data_out, rs2_data_out,
        output w_en_out,                             
        output jump_en_out,                          
        output reg [31:0] jump_addr                  
    );
    assign rs1_reg = iw_in[19:15];                   
    assign rs2_reg = iw_in[24:20];                   
	reg halt_ex, jump_en_flag, jump_en_int;
    reg [31:00] rs1_int, rs2_int;
    wire [6:0] opcode = {iw_in[6:0]};                
    always @ (posedge clk)
    begin
        if (reset)  iw_out <= 0;
        else if (halt_ex)   iw_out <= 32'h13;        
        else if (jump_en_int)
        begin
            jump_en_flag <= 1;                       
            iw_out <= iw_in;                         
        end
        else if (jump_en_flag)
        begin
            iw_out <= 32'h13;                        
            jump_en_flag <= 0;                       
        end
        else    iw_out <= iw_in;                     
        pc_out <= pc_in;                             
        wb_reg <= iw_in[11:07];                      
        rs1_data_out <= rs1_int;                     
        rs2_data_out <= rs2_int;                     
        if (reset)                      w_en_out <= 0;                   
        else if (opcode == 7'b0100011)  w_en_out <= 1;                   
        else                            w_en_out <= 0;                   
        if (
		        opcode == 7'b0100011 ||		         
                opcode == 7'b1100011 ||              
                opcode == 7'b1100111 ||              
                opcode == 7'b1101111 ||              
                opcode == 7'b0001111 ||              
                opcode == 7'b1110011                 
            )               wb_en_out <= 0;          
        else if (
                opcode == 7'b0110011 ||              
	            opcode == 7'b1100111 ||              
	            opcode == 7'b0000011 ||              
	            opcode == 7'b0010011 ||              
	            opcode == 7'b0110111 ||              
	            opcode == 7'b0010111 ||              
	            opcode == 7'b1101111                 
        )                   wb_en_out <= 1;          
        else if (reset)     wb_en_out <= 0;          
        else                wb_en_out <= 0;          
    end
    always @ (*)
    begin
        if (opcode == 7'b1110011)   halt_ex = 1;
        else if (reset)             halt_ex = 0;
        else                        halt_ex = 0;
        if (reset)                      jump_en_out = 0;                 
        else if (jump_en_in)            jump_en_out = 0;                 
        else                            jump_en_out = jump_en_int;       
        if      ((rs1_reg == df_ex_reg) && df_ex_enable && rs1_reg != 0)    rs1_int <= df_ex_data;
        else if ((rs1_reg == df_mem_reg) && df_mem_enable && rs1_reg != 0)  rs1_int <= df_mem_data;
        else if ((rs1_reg == df_wb_reg) && df_wb_enable && rs1_reg != 0)    rs1_int <= df_wb_data;
        else    rs1_int <= rs1_data_in;
        if      ((rs2_reg == df_ex_reg) && df_ex_enable && rs2_reg != 0)    rs2_int <= df_ex_data;
        else if ((rs2_reg == df_mem_reg) && df_mem_enable && rs2_reg != 0)  rs2_int <= df_mem_data;
        else if ((rs2_reg == df_wb_reg) && df_wb_enable && rs2_reg != 0)    rs2_int <= df_wb_data;
        else    rs2_int <= rs2_data_in;
        if (jump_en_in)
        begin
            jump_en_int <= 0;
            jump_addr <=0;
        end
        else if(opcode == 7'b1100111)                                                                            
        begin
            jump_addr <= rs1_int + {{20{iw_in[31]}}, iw_in[31:20]};                                              
            jump_en_int <= 1;                                                                                    
        end
        else if (opcode == 7'b1101111)                                                                           
        begin
            jump_addr <= pc_in + {2 * {{12{iw_in[31]}}, iw_in[31], iw_in[19:12], iw_in[20], iw_in[30:21]}};      
            jump_en_int <= 1;                                                                                    
        end
        else if (opcode == 7'b1100011)                                                                           
        begin
            case (iw_in[14:12])
                3'b000:
                begin
                    if (rs1_int == rs2_int)                                                                                  
                    begin
                        jump_addr <= pc_in + {2 * {{20{iw_in[31]}}, iw_in[31], iw_in[07], iw_in[30:25], iw_in[11:08]}};      
                        jump_en_int <= 1;                                                                                    
                    end
                    else
                    begin
                        jump_en_int <= 0;                                                                                    
                        jump_addr <= 0;                                                                                      
                    end
                end
                3'b001:
                begin
                    if (rs1_int != rs2_int)                                                                                  
                    begin
                        jump_addr <= pc_in + {2 * {{20{iw_in[31]}}, iw_in[31], iw_in[07], iw_in[30:25], iw_in[11:08]}};      
                        jump_en_int <= 1;                                                                                    
                    end
                    else
                    begin
                        jump_en_int <= 0;                                                                                    
                        jump_addr <= 0;                                                                                      
                    end
                end
                3'b100:
                begin
                    if (signed'(rs1_int) < signed'(rs2_int))                                                                 
                    begin
                        jump_addr <= pc_in + {2 * {{20{iw_in[31]}}, iw_in[31], iw_in[07], iw_in[30:25], iw_in[11:08]}};      
                        jump_en_int <= 1;                                                                                    
                    end
                    else
                    begin
                        jump_en_int <= 0;                                                                                    
                        jump_addr <= 0;                                                                                      
                    end
                end
                3'b101:
                begin
                    if (signed'(rs1_int) >= signed'(rs2_int))                                                                
                    begin
                        jump_addr <= pc_in + {2 * {{20{iw_in[31]}}, iw_in[31], iw_in[07], iw_in[30:25], iw_in[11:08]}};      
                        jump_en_int <= 1;                                                                                    
                    end
                    else
                    begin
                        jump_en_int <= 0;                                                                                    
                        jump_addr <= 0;                                                                                      
                    end
                end
                3'b110:
                begin
                    if (rs1_int < rs2_int)                                                                                   
                    begin
                        jump_addr <= pc_in + {2 * {{20{iw_in[31]}}, iw_in[31], iw_in[07], iw_in[30:25], iw_in[11:08]}};      
                        jump_en_int <= 1;                                                                                    
                    end
                    else
                    begin
                        jump_en_int <= 0;                                                                                    
                        jump_addr <= 0;                                                                                      
                    end
                end
                3'b111:
                begin
                    if (rs1_int >= rs2_int)                                                                                  
                    begin
                        jump_addr <= pc_in + {2 * {{20{iw_in[31]}}, iw_in[31], iw_in[07], iw_in[30:25], iw_in[11:08]}};      
                        jump_en_int <= 1;                                                                                    
                    end
                    else
                    begin
                        jump_en_int <= 0;                                                                                    
                        jump_addr <= 0;                                                                                      
                    end
                end
                default:
                begin
                    jump_addr <= 0;                                                                                          
                    jump_en_int <= 0;                                                                                        
                end
            endcase
        end
        else
        begin
            jump_addr <= 0;                                                                                                  
            jump_en_int <= 0;                                                                                                
        end
    end
endmodule
$ cat flow/run.sh
#!/bin/bash
# OpenROAD 26Q1-2900-gdf79404cd8, Yosys 0.63+post, stock flow scripts
make -C /OpenROAD-flow-scripts/flow DESIGN_CONFIG=/design/flow/config.mk WORK_HOME=/design/flow/orfs finish
$ cat flow/config.mk
export PLATFORM = sky130hd
export DESIGN_NAME = rv32i_idTop
export DESIGN_NICKNAME = rv32i_idTop
export VERILOG_FILES = /design/flow/design.v
export SDC_FILE = /design/flow/constraint.sdc
export NUM_CORES = 4
export LEC_CHECK = 1
export CORE_AREA = 10 10 274 274
export DIE_AREA = 0 0 284 284
$ cat flow/constraint.sdc
current_design rv32i_idTop

set clk_period 18.4
set clk_io_pct 0.2

create_clock -name clk0 -period $clk_period [get_ports {clk}]

set non_clock_inputs [all_inputs -no_clocks]
set_input_delay [expr $clk_period * $clk_io_pct] -clock clk0 $non_clock_inputs
set_output_delay [expr $clk_period * $clk_io_pct] -clock clk0 [all_outputs]
==> run summary <==
Entry: Yosys synthesis followed by OpenROAD place and route.

Logic synthesis:
- The run gives the share of the synthesized area in the top cell type as 24.3%.
- After synthesis, the design contains roughly 1400 cells according to Yosys.
- The run puts the count of unique library cells instantiated by Yosys at ~79.
- The synthesis stat section lists a flop and latch total of roughly 140.
- The run gives the sequential-to-total area share from yosys stat as approximately a quarter.
- The synthesis report lists the most area-consuming cells as sky130_fd_sc_hd__dfxtp_1 24%, sky130_fd_sc_hd__ha_1 12%, sky130_fd_sc_hd__mux2i_1 6.2%.
- The run gives the fraction of registers with async set or reset after synthesis as 0%.
- The run puts the chip area line of the yosys report at approximately 11000 um2.
- Per the synth stats, the flop cell with the highest instance count is sky130_fd_sc_hd__dfxtp_1.
- The post-synth count of flops with an enable pin is 1.
- The run puts the total of warnings raised by yosys at 13.
- Counting every instance in the synthesized netlist gives between 1000 and 1500.
- A synthesized cell averages around 7.9 um2.
- The mapped netlist covers approximately 11000 um2.
- The run gives the cell accounting for the most synthesized area as sky130_fd_sc_hd__dfxtp_1.

Timing:
- The run gives the number of setup violations in the final report as 0.
- The run gives the count of endpoints failing hold in the final timing report as 0.
- The run puts the remaining max-slew budget at the tightest pin at 43.8%.
- After layout, the worst path uses between 70% and 80% of the clock period.
- The run puts the final setup skew at a little under 0.007 ns.
- The run gives the total negative slack as 0 ns.
- Setup repair after global routing left no endpoint under its margin.
- For reference, the final report shows the max-slew violation count at 0.
- The run gives the setup slack of the critical path after layout as roughly 4.2 ns.
- The run gives the maximum clock frequency as around 70 MHz.
- The transition time recorded at the tightest slew-check pin is ~0.84 ns.
- After layout, the minimum clock period comes to around 14 ns.

Critical path:
- STA classifies the critical path endpoint as a primary output.
- The worst setup path is launched from a primary input.
- The run gives the worst setup path category as primary input to primary output.
- The run gives the sum of buffers and inverters on the critical path as 3.
- The run puts the signal arrival time at the worst endpoint at approximately 11 ns.
- The largest individual stage delay along the critical path comes from the cell sky130_fd_sc_hd__clkdlybuf4s50_1.
- The run gives the largest fanout of any net on the critical path as about 63.
- The run puts the data required time of the worst path at ~15 ns.
- The signal on the critical path passes through clkdlybuf4s50_1, or4_1, nor2_1, or4_2, buf_4, o21ai_0, o21ai_0, ha_1, nand4_2, nor2_1, o2bb2ai_1, o31ai_1, a2111oi_0, or4_4, nor2_4, a211oi_1, o31ai_1, clkdlybuf4s50_1.
- The run gives the biggest cell delay along the critical path as approximately 0.74 ns.
- Among cell families on the critical path, the largest total delay comes from simple AND/OR/NAND/NOR gates.

Cells and area:
- The run puts the area added between synthesis and finish at 53.2%.
- The run puts the proportion of layout cells with a drive suffix above 1 at roughly 5%.
- The run puts the total non-filler cell area in the finished layout at between 15000 and 20000 um2.
- The run gives the filler cell count in the final layout as about 7400.
- The run gives the utilization after layout as 24.7%.
- Across the whole layout, storage elements account for around 2700 um2.
- The run puts the multi-input gate area in the final layout at approximately 7900 um2.

Power and ir drop:
- Sequential cells burn 29.6% of the power.
- The run gives the internal power summed over all cells as slightly above 700 uW.
- The run puts the static leakage power at 6.49 nW.
- The run puts the fraction of power spent switching nets at 33.4%.
- The run puts the power density normalized to cell area at ~64 nW/um2.
- In this run, the combinational gates consume a little over a third of the power.
- The run puts the switching power of the nets at between 300 and 400 uW.
- The run puts the clock power share at roughly a third.
- Summing internal, switching and leakage power gives approximately 1.1 mW.
- The run gives the largest voltage drop on the vdd net as between 0.06 and 0.07 mV.

Route:
- The run gives the overall routed net length as 59300 um.
- For this run, the detailed router reports a per-instance via density of ~4.3.
- The run puts the count of unresolved DRC violations after routing at 0.
- Detailed routing inserted a total of approximately 12000 vias.
- The run puts the antenna violation net count after detailed routing at 0.
- The run gives the DRC marker count from the first detailed-route iteration as ~740.
- The run gives the average routed wire per standard cell as ~22 um.
- The run gives the first-pass iteration count of the detailed router as 5.

Placement:
- The run puts the count of port buffers added during placement at between 400 and 500.
- Per the post-place timing report, worst setup slack is between 4 and 5 ns.
- The run puts the post-place instance area at approximately 16000 um2.
- Per the gpl log, the routability congestion estimate is between 0.9 and 1.
- The run gives the HPWL reported at the end of detailed placement as just under 50000 um.

Global routing:
- The number of antenna violations at the first check in global routing was 12.
- In the global route stage, overall resource usage came out at around 14%.
- The run gives the number of global-route vias before repair as 11600.
- The run gives the maximum number of pins on one net before global-route repair as around 64.
- The run puts the first-pass GRT wire length at between 80000 and 90000 um.
- The global route stage reports its total congestion overflow as 0.

Clock tree:
- No sink is reached through more buffers than the 2 on the longest clock path.
- The cell sitting at the root of the clock tree is a sky130_fd_sc_hd__clkbuf_16.
- The run gives the number of sinks on the clock net as 136.
- The run gives the clock latency of the later-clocked register in the worst-skew pair as 0.48 ns.
- The run puts the clock transition at the registers of the reported paths at 0.06 ns.
- The run gives the number of buffers inserted by post-CTS setup repair as 0.
- The run gives the TritonCTS clock tree as done.
- The run gives the number of hold buffers added after CTS as 0.
- The run puts the number of buffers created by CTS at 17.
- Post-CTS repair changed the size of 0 cells.
- The run gives the H-tree depth as 4.

Die:
- The floorplan step defined a die boundary enclosing between 80000 and 90000 um2.
- The run gives the die boundary width as roughly 280 um.
- The run puts the placeable core region at approximately 69000 um2.
- The run puts the initial cell density of the core at between 10% and 20%.
- The run puts the number of top-level design ports at roughly 420.
- The run puts the count of standard-cell rows at around 96.
- According to the floorplan report, the die height is ~280 um.

Run:
- The run gives the max capacitance violation total as 0.
- Across all stage logs, warnings added up to 25.

Worst hold path:
- Checking hold timing, the worst path is listed with class register to register.

Run status:
- The run finished with clean final reports.
cell usage after synthesis, drive strengths merged (15+ instances only):
cell type / number
nor3: 23
a21oi: 133
o21a: 15
a21o: 34
nand3: 15
xnor2: 56
ha: 106
buf: 25
a211oi: 57
inv: 50
o21ai: 116
nand4: 22
clkbuf: 53
nor2: 108
dfxtp: 135
nand2: 142
and2: 29
xor2: 36
mux2i: 69
per-stage QoR:
| step | cells | hold WS (ns) |
|---|---|---|
| after floorplan | 1411 | 0.536 |
| after global placement | 2715 | 0.585 |
| after detailed placement | 2715 | 0.581 |
| after CTS | 2747 | 0.607 |
| after global routing | 2749 | 0.642 |
| final | 2752 | 0.607 |
final cells by class:
cell class	instances	area share, %
Inverter	51	1.13
Antenna cell	5	0.0735
Clock inverter	13	0.986
Timing Repair Buffer	451	26.1
Multi-Input combinational cell	1146	46.2
Tap cell	931	6.85
Clock buffer	19	2.60
Sequential cell	136	16.1
routing by layer:
metal,GRT usage (%),vias up,part of all wire [%]
met5,0,-,0.19
met3,5.81,54,9.6
met4,1.77,16,1.6
met2,23.2,395,47
met1,18.0,5429,42
li1,-,5970,-
worst reg2reg max path, stage by stage, from the launching register on:
cell	delay [ns]
sky130_fd_sc_hd__edfxtp_1	0.44
sky130_fd_sc_hd__a21boi_2	0.14
sky130_fd_sc_hd__buf_4	0.28
sky130_fd_sc_hd__and2_1	0.26
logic make-up (layout without fill, tap and decap cells):
group,count (synthesis),in the layout,synth area share (%)
DFF,136,136,24.6
adders and majority gates,109,109,12.5
other,0,5,0
buffers and inverters,129,534,4.88
xor gates and xnor gates,92,92,7.25
AOI/OAI and AO/OA,461,461,26.2
muxes,69,69,6.22
and+or+nand+nor,415,415,18.3
power by group through the flow:
| stage | clock [mW] | sequential [mW] | combinational, mW |
|---|---|---|---|
| after CTS | 0.390 | 0.320 | 0.392 |
| after global routing | 0.400 | 0.322 | 0.427 |
| final | 0.374 | 0.320 | 0.388 |
path summary, 6_finish.rpt:
path	from	endpoint	slack, ns	depth (start not counted)
max	iw_in[16]	jump_addr[28]	4.17	18
min	jump_en_flag	iw_out[0]	0.61	2
max reg2reg	jump_en_flag	iw_out[20]	17.22	3
min reg2reg	jump_en_flag	iw_out[0]	0.61	2
cell usage in the layout, fill, tap and decap left out, types with 4 or more instances in the layout:
| cell type | instances |
|---|---|
| sky130_fd_sc_hd__o21bai_1 | 12 |
| sky130_fd_sc_hd__o2111ai_1 | 4 |
| sky130_fd_sc_hd__clkdlybuf4s50_1 | 421 |
| sky130_fd_sc_hd__nor4_2 | 5 |
| sky130_fd_sc_hd__xor2_1 | 36 |
| sky130_fd_sc_hd__nor2b_1 | 8 |
| sky130_fd_sc_hd__diode_2 | 5 |
| sky130_fd_sc_hd__clkbuf_16 | 17 |
| sky130_fd_sc_hd__nand4_1 | 20 |
| sky130_fd_sc_hd__o31ai_1 | 7 |
| sky130_fd_sc_hd__nand2_1 | 142 |
| sky130_fd_sc_hd__inv_1 | 50 |
| sky130_fd_sc_hd__a311oi_1 | 7 |
| sky130_fd_sc_hd__nor4_1 | 7 |
| sky130_fd_sc_hd__o31a_1 | 5 |
| sky130_fd_sc_hd__ha_1 | 106 |
| sky130_fd_sc_hd__a221oi_1 | 7 |
| sky130_fd_sc_hd__buf_4 | 29 |
| sky130_fd_sc_hd__xnor2_1 | 56 |
| sky130_fd_sc_hd__nand3_1 | 15 |
| sky130_fd_sc_hd__mux2i_1 | 69 |
| sky130_fd_sc_hd__nor2_1 | 107 |
| sky130_fd_sc_hd__dfxtp_1 | 135 |
| sky130_fd_sc_hd__a21boi_0 | 4 |
| sky130_fd_sc_hd__a21oi_1 | 133 |
| sky130_fd_sc_hd__and3_1 | 10 |
| sky130_fd_sc_hd__and2_1 | 29 |
| sky130_fd_sc_hd__a31oi_1 | 11 |
| sky130_fd_sc_hd__a22oi_1 | 4 |
| sky130_fd_sc_hd__o211ai_1 | 9 |
| sky130_fd_sc_hd__o21ai_0 | 115 |
| sky130_fd_sc_hd__nor3_1 | 22 |
| sky130_fd_sc_hd__or3_1 | 10 |
| sky130_fd_sc_hd__a211oi_1 | 57 |
| sky130_fd_sc_hd__a21o_1 | 34 |
| sky130_fd_sc_hd__or4_1 | 4 |
| sky130_fd_sc_hd__o21a_1 | 15 |
| sky130_fd_sc_hd__nand2b_1 | 10 |
Power is estimated from default activity; no workload was simulated.
