==> ./design.v <==
module rv32i_exTop(
        input clk, reset, wb_en_in,                              
        input [4:0] wb_reg_in,
        input [31:0] pc_in, iw_in, rs1_data_in, rs2_data_in,     
        input w_en_in,                                           
        output reg [31:0] alu_out, iw_out, pc_out,               
        output reg [4:0] wb_reg_out,
        output wk_en_out,
        output w_en_out,                                         
        output reg [31:0] rs2_data_out,                          
        output df_ex_enable,      
        output reg [4:0] df_ex_reg,          
        output reg [31:0] df_ex_data        
    );
    reg [31:0] alu_temp = 0;                
    wire [2:0] func3 = {iw_in[14:12]};       
    wire [6:0] func7 = {iw_in[31:25]};       
    wire [4:0] shamt = {iw_in[24:20]};       
    wire [6:0] opcde = {iw_in[6:0]};         
    wire [6:0] i1    = {iw_in[31:25]};       
    always @ (*)
	 begin                               
        case (opcde)
            7'b0110011:                                                              
            begin
                case (func3)
                    3'b000:                                                          
                    begin
                        case (func7)
                            7'b0000000: alu_temp = rs1_data_in + rs2_data_in;        
                            7'b0100000: alu_temp = rs1_data_in - rs2_data_in;        
                            default:    alu_temp = rs1_data_in;                      
                        endcase
                    end
                    3'b001: alu_temp = rs1_data_in << (rs2_data_in & 16'h1F);        
                    3'b010:                                                          
                    begin
                        if (signed'(rs1_data_in) < signed'(rs2_data_in))
                            alu_temp = 32'd1;
                        else
                            alu_temp = 32'd0;
                    end
                    3'b011:                                                          
                    begin
                        if (rs1_data_in < rs2_data_in)
                            alu_temp = 32'd1;                                        
                        else
                            alu_temp = 32'd0;
                    end
                    3'b100: alu_temp = rs1_data_in ^ rs2_data_in;                    
                    3'b101:
                    begin
                        case (func7)
                            7'b0000000: alu_temp = rs1_data_in >> rs2_data_in;       
                            7'b0100000: alu_temp = rs1_data_in >>> rs2_data_in;      
                            default: alu_temp = 32'b0;                               
                        endcase
                    end
                    3'b110: alu_temp = rs1_data_in | rs2_data_in;                    
                    3'b111: alu_temp = rs1_data_in & rs2_data_in;                    
                    default: alu_temp = 32'b0;                                       
                endcase
            end
            7'b1100111: alu_temp = pc_in + 32'd4;                                    
            7'b0000011:
            begin
                case (func3)
                    3'b000: alu_temp = rs1_data_in + {{20{iw_in[31]}}, iw_in[31:20]};                
                    3'b001: alu_temp = rs1_data_in + {{20{iw_in[31]}}, iw_in[31:20]};                
                    3'b010: alu_temp = rs1_data_in + {{20{iw_in[31]}}, iw_in[31:20]};                
                    3'b100: alu_temp = rs1_data_in + {{20{iw_in[31]}}, iw_in[31:20]};                
                    3'b101: alu_temp = rs1_data_in + {{20{iw_in[31]}}, iw_in[31:20]};                
                    default: alu_temp = 32'b0;                                                       
                endcase
            end
            7'b0010011:
            begin
                case (func3)
                    3'b000: alu_temp = rs1_data_in + {{20{iw_in[31]}}, iw_in[31:20]};                
                    3'b010:                                                                          
                    begin
                        if(signed'(rs1_data_in) < signed'({{20{iw_in[31]}}, iw_in[31:20]}))
                            alu_temp = 1;
                        else
                            alu_temp = 0;
                    end
                    3'b011:                                                                          
                    begin
                        if(rs1_data_in < {{20{iw_in[31]}}, iw_in[31:20]})
                            alu_temp = 1;
                        else
                            alu_temp = 0;
                    end
                    3'b100: alu_temp = rs1_data_in ^ {{20{iw_in[31]}}, iw_in[31:20]};                
                    3'b110: alu_temp = rs1_data_in | {{20{iw_in[31]}}, iw_in[31:20]};                
                    3'b111: alu_temp = rs1_data_in & {{20{iw_in[31]}}, iw_in[31:20]};                
                    3'b001: alu_temp = rs1_data_in << shamt;                                         
                    3'b101:
                    begin
                        case (i1)
                            7'b0000000: alu_temp = rs1_data_in >> shamt;                             
                            7'b0100000: alu_temp = rs1_data_in >>> shamt;                            
                            default: alu_temp = 32'b0;                                               
                        endcase
                    end
                    default: alu_temp = 32'b0;                                                       
                endcase
            end
            7'b0100011:
            begin
                case (func3)
                    3'b000: alu_temp = rs1_data_in + {{20{iw_in[31]}}, iw_in[31:25], iw_in[11:07]};      
                    3'b001: alu_temp = rs1_data_in + {{20{iw_in[31]}}, iw_in[31:25], iw_in[11:07]};      
                    3'b010: alu_temp = rs1_data_in + {{20{iw_in[31]}}, iw_in[31:25], iw_in[11:07]};      
                    default: alu_temp = 32'b0;                                                           
                endcase
            end
            7'b1100011:
            begin
                case (func3)
                    3'b000:                                                                              
                    begin
                        if (rs1_data_in == rs2_data_in)
                            alu_temp = pc_in + (2 * {{20{iw_in[7]}}, iw_in[7], iw_in[31:25], iw_in[11:08]});
                        else
                            alu_temp = 32'b0;
                    end
                    3'b001:                                                                              
                    begin
                        if (rs1_data_in != rs2_data_in)
                            alu_temp = pc_in + (2 * {{20{iw_in[7]}}, iw_in[7], iw_in[31:25], iw_in[11:08]});
                        else
                            alu_temp = 32'b0;
                    end
                    3'b100:                                                                              
                    begin
                        if (signed'(rs1_data_in) < signed'(rs2_data_in))
                            alu_temp = pc_in + (2 * {{20{iw_in[7]}}, iw_in[7], iw_in[31:25], iw_in[11:08]});
                        else
                            alu_temp = 32'b0;
                    end
                    3'b101:                                                                              
                    begin
                        if (rs1_data_in >= rs2_data_in)
                            alu_temp = pc_in + (2 * {{20{iw_in[7]}}, iw_in[7], iw_in[31:25], iw_in[11:08]});
                        else
                            alu_temp = 32'b0;
                    end
                    3'b110:                                                                              
                    begin
                        if (rs1_data_in < rs2_data_in)
                            alu_temp = pc_in + (2 * {{20{iw_in[7]}}, iw_in[7], iw_in[31:25], iw_in[11:08]});
                        else
                            alu_temp = 32'b0;
                    end
                    3'b111:                                                                              
                    begin
                        if (rs1_data_in >= rs2_data_in)
                            alu_temp = pc_in + (2 * {{20{iw_in[7]}}, iw_in[7], iw_in[31:25], iw_in[11:08]});
                        else
                            alu_temp = 32'b0;
                    end
                    default: alu_temp = 32'b0;                                                           
                endcase
            end
            7'b0110111: alu_temp = {iw_in[31:12], 12'b0};                                                
            7'b0010111: alu_temp = {iw_in[31:12], 12'b0} + pc_in;                                        
            7'b1101111: alu_temp = pc_in + 32'd4;                                                        
            default: alu_temp = 32'b0;                                                           
        endcase
    end
    always @ (posedge(clk))
    begin
        if (reset)
        begin
            alu_out <= 32'b0;
            iw_out <= 0;
            pc_out <= 0;
            wb_reg_out <= 0;
            wk_en_out <= 0;
        end
        else
        begin
            alu_out <= alu_temp;
            iw_out <= iw_in;                 
            pc_out <= pc_in;                 
            wb_reg_out <= wb_reg_in;         
            wk_en_out <= wb_en_in;           
        end
        w_en_out        <= w_en_in;          
        rs2_data_out    <= rs2_data_in;      
    end
    assign df_ex_enable = wb_en_in;          
    assign df_ex_reg    = wb_reg_in;         
    assign df_ex_data   = alu_temp;          
endmodule
==> ./run.sh <==
#!/bin/bash
# OpenROAD 26Q1-2900-gdf79404cd8, Yosys 0.63+post, stock flow scripts
make -C /OpenROAD-flow-scripts/flow DESIGN_CONFIG=/design/flow/config.mk WORK_HOME=/design/flow/orfs finish
==> ./config.mk <==
export PLATFORM = sky130hd
export DESIGN_NAME = rv32i_exTop
export DESIGN_NICKNAME = rv32i_exTop
export VERILOG_FILES = /design/flow/design.v
export SDC_FILE = /design/flow/constraint.sdc
export NUM_CORES = 4
export LEC_CHECK = 1
export CORE_UTILIZATION = 40
==> ./constraint.sdc <==
current_design rv32i_exTop

set clk_period 19.1
set clk_io_pct 0.2

create_clock -name clk0 -period $clk_period [get_ports {clk}]

set non_clock_inputs [all_inputs -no_clocks]
set_input_delay [expr $clk_period * $clk_io_pct] -clock clk0 $non_clock_inputs
set_output_delay [expr $clk_period * $clk_io_pct] -clock clk0 [all_outputs]
==> results.cfg <==
; flow metrics
[status]
outcome = complete, no violations

[critical_path]
start_kind = input pin
cpPeakStageDelay_ps = 910
path_buffers = 4
crit_family = AND-OR/OR-AND gates
cpMaxStageDelayCell = o311ai_0
crit_path_cell_trace = buf_2 > buf_4 > clkinv_1 > ha_1 > nor2b_1 > o21ai_0 > a211oi_1 > nor2_1 > a31o_2 > a21oi_1 > o311ai_0 > a31oi_1 > nand4b_1 > clkdlybuf4s50_1
arrival_ps = 9660
crit_type = input pin to output pin
worstPathMaxFanout = 50
cp_data_required_time_ps = 15280
worstSetupEndpointType = output pin

[pwr]
powerDensity_nw_per_um2 = 49.8
p_switching_mw = 0.679
internal_power_mw = 0.770
p_leak_nw = 11.6
swShare_pct = 46.9
seqPwrFrac_pct = 20.6
p_comb_share_pct = 54.3
pwr-share-clk_pct = 25.0
ir_worst_vdd_mv = 0.0746

[logic_synthesis]
synth_cell_type_count = 100
yosys-top-cells-area = ha_1 (13%), dfxtp_1 (11%), o21ai_0 (6.1%), a21oi_1 (6.0%), mux4_2 (5.6%)
aoi_share_pct = 32.5
synth_top_area_share_pct = 12.6
edf_count = 0
synthFlopType = dfxtp_1
ys_warn_count = 6
yosysChipArea_sq_um = 24600
xor_share_pct = 4.45
ys.flops = 135
syn_area_per_cell_sq_um = 7.19
netlist_area_sq_um = 24600
logic_family = AND-OR/OR-AND gates
synthAdderAreaFrac_pct = 13.1
synth_top_cell_by_area = ha_1
async_flop_share_pct = 0
mux_share_pct = 11.1
synth_cells = 3423
yosysCellCount = 3423
ys_sh_simple_pct = 21.2
ys_seq_share_pct = 11.0

[floorplanning]
pin_count = 310
dieArea_sq_um = 62500
core_sq_um = 60600
initial_core_util_pct = 40.6
num_rows = 90
chipWidth_microns = 250
die_h_microns = 250

[sta]
tightest_slew_ps = 1250
relSlewSlack_pct = 16.7
period_needed_ps = 13480
fmaxAchievable_mhz = 74.2
fin_ws_ps = 5620
drv_slew = 0
period_used_pct = 70.6
hold_viol = 0
setup_tns_ps = 0
rsz0062_at_grt = false
setup_viol = 0

[clocking]
post_cts_resized = 0
htree_levels = 4
cts_tree = built
cts_made_buffers = 17
clk_root_buffer_cell = clkbuf_16
cts_num_sinks = 135
cts_setup_buffers = 0
clockBufferDepth = 2
path_clk_slew_ps = 70
hold_buffers = 0

[routing]
drtPass1Iterations = 9
wire_per_inst_microns = 34.0
wirelength_microns = 150000
vias_per_cell = 6.85
antenna_left = 0
drtIter0Drc = 4120
drc = 0
vias = 30100

[global_routing]
track_usage_pct = 47.8
gr-total-overflow = 0
grt_pass1_vias = 27400
grt_antenna_before_repair = 10
grt_pass1_wl_microns = 209000
grt_max_degree = 51

[hold_path]
min_to = w_en_out
hold_class = input pin to flip-flop
worstHoldPathCells = 1
hp-start = w_en_in

[layout]
drive_gt1_share_pct = 8.09
area_growth_pct = 18.3
fillerInstances = 6138

[placed_design]
preCtsSetupSlack_ps = 5940
gp_congestion = 1.18
portBuffers = 309
dp_hpwl_microns = 117000

[flow_run]
drv_cap = 0
tool_warnings = 153
## how the worst max path moves through the flow
stage,depth (start not counted),end,from
4_1_cts,14,df_ex_data[4],rs2_data_in[2]
5_1_grt,14,df_ex_data[4],rs2_data_in[2]
6_report,14,df_ex_data[0],rs2_data_in[2]
## cells in the mapped netlist (all sizes together), types with 47 or more instances
master	count
clkbuf	216
a21oi	295
nor2	282
o21ai	303
ha	247
nor2b	70
xnor2	90
nor3	74
a211oi	52
dfxtp	135
inv	144
o221ai	47
a21o	47
a31oi	49
nand3	76
o211ai	49
nand2	351
mux2i	113
buf	59
mux4	61
## layer usage
layer / track usage (%) / vias to the layer above / part of all wire [%]
met5: 0 / - / 0.033
met3: 17.7 / 501 / 13
li1: - / 13200 / -
met4: 27.3 / 8 / 7.5
met1: 64.3 / 14300 / 39
met2: 65.8 / 2222 / 40
## power groups by stage
stage     sequential, mW  combinational, mW  clock (mW)
4_1_cts            0.299              0.754       0.370
5_1_grt            0.300              0.819       0.380
6_report           0.299              0.787       0.363
## state kept, by name, summed over array words and instances, names as in the netlist
name          cells
alu_out          32
iw_out           32
pc_out           32
rs2_data_out     32
w_en_out          1
wb_reg_out        5
wk_en_out         1
## kinds of logic (layout without fill, tap and decap cells)
logic type               after synthesis  after routing
AND-OR/OR-AND                       1203           1203
XOR/XNOR                             125            125
adder cells (fa/ha/maj)              253            253
buffers and inverters                422            609
flip-flops                           135            135
multiplexers                         192            192
other                                  0             10
AND/OR/NAND/NOR                     1093           1093
## placed cells by master (no fill, tap or decap), drive strengths merged, types with 61 or more instances in the layout
cell type	count
xnor2	90
nand2	351
mux2i	113
clkdlybuf4s50	300
dfxtp	135
nor2	282
o21ai	303
mux4	61
nand3	76
a21oi	295
nor2b	70
ha	247
buf	130
nor3	74
inv	150
## layout make-up
type	instances	area, sq um	share of cell area, %
multi-input combinational	2866	20300	69.7
timing repair buffer	430	3960	13.6
sequential	135	2700	9.29
tap	782	978	3.36
inverter	147	552	1.90
clock buffer	18	439	1.51
clock inverter	14	165	0.568
antenna	10	25.0	0.0860
## per-stage QoR
stage | hold WS (ps) | cell area [sq um] | utilization, % | power (mW) | cells
6_report | 3780 | 29100 | 48.0 | 1.45 | 4402
5_1_grt | 3770 | 29100 | 48.0 | 1.50 | 4392
4_1_cts | 3750 | 29100 | 48.0 | 1.42 | 4392
3_5_place_dp | 4280 | 28500 | 47.0 | 1.05 | 4360
3_3_place_gp | 4270 | 28500 | 47.0 | 1.06 | 4360
2_1_floorplan | 3850 | 24600 | - | 0.732 | 3423
Power figures rest on the tool's default switching activity, not on a simulated workload.
