==> flow/design.v <==
module rv32i_reg(
        input reset, clk, wb_enable,                 
        input [4:0] rs1_reg, rs2_reg, wb_reg,        
        input [31:0] wb_data,                        
        output reg [31:0] rs1_data, rs2_data         
    );
    logic [31:0] register [32];                      
    always @ (posedge clk)
    begin
        if (reset)                                   
        begin
           for (int i = 1; i < 32; i++)
           begin
                register[i] = 32'd0;
           end
        end
        else if (wb_enable == 1)                             
        begin
            if (wb_reg > 5'b0)  register[wb_reg] = wb_data;  
        end
    end
    assign rs1_data = register[rs1_reg];   
    assign rs2_data = register[rs2_reg];   
endmodule
==> flow/run.sh <==
#!/bin/bash
# OpenROAD 26Q1-2900-gdf79404cd8, Yosys 0.63+post, stock flow scripts
make -C /OpenROAD-flow-scripts/flow DESIGN_CONFIG=/design/flow/config.mk WORK_HOME=/design/flow/orfs finish
==> flow/config.mk <==
export PLATFORM = sky130hd
export DESIGN_NAME = rv32i_reg
export DESIGN_NICKNAME = rv32i_reg
export VERILOG_FILES = /design/flow/design.v
export SDC_FILE = /design/flow/constraint.sdc
export NUM_CORES = 4
export LEC_CHECK = 1
export CORE_UTILIZATION = 40
==> flow/constraint.sdc <==
current_design rv32i_reg

set clk_period 18.6
set clk_io_pct 0.2

create_clock -name clk0 -period $clk_period [get_ports {clk}]

set non_clock_inputs [all_inputs -no_clocks]
set_input_delay [expr $clk_period * $clk_io_pct] -clock clk0 $non_clock_inputs
set_output_delay [expr $clk_period * $clk_io_pct] -clock clk0 [all_outputs]
==> results.json <==
{
  "fmax_ghz": 0.0821,
  "warning_count": 26,
  "vias": 37717,
  "synth_area_mm2": 0.0559,
  "ios": 114,
  "synth_warnings": 3,
  "final-max-slew-violation-count": 0,
  "setup_viol": 0,
  "hold_class": "in2reg",
  "routedWlPerCell_um": 29.3,
  "route.detailed.drc": 0,
  "port_buffers": 113,
  "p_leak_nw": 23.9,
  "die-area_mm2": 0.141,
  "clkSinkCount": 1024,
  "finalCriticalPeriod_ns": 12.19,
  "ys_async_sr_fraction_pct": 0,
  "drive_gt1_share_pct": 8.19,
  "grt_pass1_wl_um": 271000,
  "dpl_worst_slack_ns": 6.60,
  "grt_max_degree": 95,
  "final_cells": 6527,
  "rows": 136,
  "cts_buffer_depth": 3,
  "fp_util_pct": 40.5,
  "dp_hpwl_um": 106000,
  "die_w_um": 376,
  "tns_ns": 0,
  "antenna_found_initial": 13,
  "rsz0062_at_grt": "no",
  "globalplace.congestion": 0.899,
  "crit_chain": "clkdlybuf4s50_1, nor2_4, buf_4, buf_4, buf_4, buf_4, a22o_1, nor3_1, a31oi_1, nand3_1, clkdlybuf4s50_1",
  "cts_setup_buffers": 0,
  "slew-limit-headroom_pct": 35.0,
  "tritoncts": "built",
  "topCellsByArea": "edfxtp_1, mux2i_1, and2_1, a22oi_1, a22o_1",
  "end_kind": "output port",
  "grt_pass1_vias": 38242,
  "hold_start": "wb_data[2]",
  "dp.cells": 6317,
  "ys_seq_share_pct": 55.0,
  "power_mw": 5.56,
  "die_h_um": 376,
  "cp_data_arrival_time_ns": 8.47,
  "antenna_left": 0,
  "edf_count": 1024,
  "status": "complete, no violations",
  "vdd_drop_max_v": 0.0000729,
  "nFillCells": 12242,
  "slowest_delay_ns": 0.68,
  "top_cell_area_share_pct": 55.0,
  "final-seq-area_mm2": 0.0307,
  "cts-htree-levels": 3,
  "power_density_mw_per_mm2": 89.4,
  "slowest_stage": "buf_4",
  "dr.pass1.iters": 7,
  "cp-start-kind": "input pin",
  "postRouteWirelength_um": 191000,
  "grt_use_total_pct": 28.7,
  "drt_iter0_markers": 2619,
  "setup.worst_path.start": "rs1_reg[0]",
  "logic_area_mm2": 0.0233,
  "largest_reg_flops": 1024,
  "grt.overflow.total": 0,
  "timing.critical_path.mode_cell": "buf_4",
  "synthCells": 4604,
  "final.period_utilization_pct": 65.5,
  "ys.flops": 1024,
  "finalHoldViolations": 0,
  "synth-main-ff-cell": "edfxtp_1",
  "synth_area_per_cell_um2": 12.1,
  "yosys.area.top_type": "edfxtp_1",
  "areaGrowthSynthToFinish_pct": 11.1,
  "drv_cap": 0,
  "tightest_slew_ns": 0.974,
  "ys_area_mm2": 0.0559,
  "cp.required_ns": 14.88,
  "clk_root_buffer_cell": "clkbuf_16",
  "ys_cells": 4604,
  "cts_buffers": 109,
  "hold-worst-slack_ns": 3.85,
  "vias_per_cell": 5.78,
  "path_clk_slew_ns": 0.06,
  "ys_types": 29,
  "crit_type": "in2out",
  "ctsResizeCount": 0,
  "final.setup.worst_slack_ns": 6.41,
  "core_area_mm2": 0.138,
  "worst-path-max-fanout": 38,
  "hold_buffers": 0
}
==> layout make-up <==
class / count / area share [%]
diodes: 14 / 0.0564
clock buffers: 128 / 4.57
clock inverters: 68 / 0.954
multi-input cells: 3166 / 37.5
flip-flops and latches: 1024 / 49.5
well taps: 1863 / 3.75
repair buffers: 264 / 3.72
==> worst max-delay path: cells and delay by family <==
| kind | cells | cell delay [ns] |
|---|---|---|
| AND-OR/OR-AND | 2 | 0.75 |
| AND/OR/NAND/NOR | 3 | 0.54 |
| buffers and inverters | 6 | 3.37 |
==> final timing paths <==
path | depth (start not counted) | slack [ns] | to
worst max-delay path | 11 | 6.41 | rs1_data[4]
worst min-delay path | 2 | 3.85 | register[0][2]
==> layer usage <==
metal  vias up  routed length [um]  global-route usage, %
met5         -                 152                   1.54
met4        12                6130                   7.72
met2      2138               85500                   41.5
met1     18410               71100                   37.3
met3       390               28300                   17.7
li1      16767                   -                      -
==> stage by stage <==
stage / utilization [%] / area [um^2]
final: 45.0 / 62200
after global routing: 45.0 / 62100
after CTS: 45.0 / 62100
after detailed placement: 42.5 / 58700
after global placement: 42.5 / 58700
after floorplan: - / 56000
==> power by group <==
part,internal [mW],leakage (nW),total [mW],switching [mW]
Sequential,2.67,9.75,2.73,0.0614
Combinational,0.240,12.5,0.677,0.437
Clock,1.23,1.67,2.15,0.919
Total,4.14,23.9,5.56,1.42
==> kinds of logic (layout without fill, tap and decap cells) <==
logic type | count (synthesis) | count (layout) | synth area share [%]
AND/OR/NAND/NOR | 1534 | 1534 | 15.7
AND-OR/OR-AND | 576 | 576 | 7.02
buffers and inverters | 445 | 460 | 3.93
multiplexers | 1024 | 1024 | 18.3
flip-flops | 1024 | 1024 | 55.0
other | 1 | 46 | 0.00670
==> layout by cell type (no fill, tap or decap), drive strengths merged, types with 5 or more instances in the layout <==
cell | Yosys | layout
a21oi | 192 | 192
a22o | 128 | 128
a22oi | 192 | 192
a31oi | 64 | 64
and2 | 994 | 994
buf | 181 | 153
bufinv | 0 | 11
clkbuf | 264 | 128
clkdlybuf4s50 | 0 | 111
clkinv | 0 | 50
clkinvlp | 0 | 5
conb | 1 | 32
diode | 0 | 14
edfxtp | 1024 | 1024
mux2i | 1024 | 1024
nand2 | 196 | 196
nand2b | 5 | 5
nand3 | 194 | 194
nor2 | 35 | 35
nor2b | 5 | 5
nor3 | 64 | 64
or2 | 33 | 33
==> synthesized netlist by cell type (64+ instances only) <==
cell / n
a21oi_1: 192
a22o_1: 128
a22oi_1: 192
a31oi_1: 64
and2_1: 994
buf_2: 70
buf_4: 77
clkbuf_1: 240
edfxtp_1: 1024
mux2i_1: 1024
nand2_1: 195
nand3_1: 193
nor3_1: 64
Power and IR drop assume default switching activity.
